File: design/flow/run.sh
#!/bin/bash
# OpenROAD 26Q1-2900-gdf79404cd8, Yosys 0.63+post, stock flow scripts
make -C /OpenROAD-flow-scripts/flow DESIGN_CONFIG=/design/flow/config.mk WORK_HOME=/design/flow/orfs finish
File: design/flow/config.mk
export PLATFORM = sky130hd
export DESIGN_NAME = gcd
export DESIGN_NICKNAME = gcd
export VERILOG_FILES = /design/flow/design.v
export SDC_FILE = /design/flow/constraint.sdc
export NUM_CORES = 4
export LEC_CHECK = 1
export CORE_UTILIZATION = 30
File: design/flow/constraint.sdc
current_design gcd

set clk_period 7.2
set clk_io_pct 0.2

create_clock -name clk0 -period $clk_period [get_ports {clk}]

set non_clock_inputs [all_inputs -no_clocks]
set_input_delay [expr $clk_period * $clk_io_pct] -clock clk0 $non_clock_inputs
set_output_delay [expr $clk_period * $clk_io_pct] -clock clk0 [all_outputs]
File: design/flow/design.v
module REGISTER(q, d, clk);
   parameter N = 1;
   output reg [N-1:0] q;
   input [N-1:0]      d;
   input 	     clk;
   always @(posedge clk)
    q <= d;
endmodule  
module REGISTER_CE(q, d, ce, clk);
   parameter N = 1;
   output reg [N-1:0] q;
   input [N-1:0]      d;
   input 	      ce, clk;
   always @(posedge clk)
     if (ce) q <= d;
endmodule  
module REGISTER_R(q, d, rst, clk);
   parameter N = 1;
   parameter INIT = {N{1'b0}};
   output reg [N-1:0] q;
   input [N-1:0]      d;
   input 	      rst, clk;
   always @(posedge clk)
     if (rst) q <= INIT;
     else q <= d;
endmodule  
module REGISTER_R_CE(q, d, rst, ce, clk);
   parameter N = 1;
   parameter INIT = {N{1'b0}};
   output reg [N-1:0] q;
   input [N-1:0]      d;
   input 	      rst, ce, clk;
   always @(posedge clk)
     if (rst) q <= INIT;
     else if (ce) q <= d;
endmodule  
module RAM(q, d, addr, we, clk);
   parameter DWIDTH = 8;                
   parameter AWIDTH = 8;                
   parameter DEPTH = 256;               
   input [DWIDTH-1:0] d;                
   input [AWIDTH-1:0] addr;             
   input 	      we, clk;
   reg [DWIDTH-1:0]   mem [DEPTH-1:0];
   output [DWIDTH-1:0] q;
   always @(posedge clk)
      if (we) mem[addr] <= d;
   assign d = mem[addr];
endmodule  
module gcd#( parameter W = 16 ) 
( 
  input          clk,
  input          reset,
  input  [W-1:0] operands_bits_A,
  input  [W-1:0] operands_bits_B,  
  input          operands_val,
  output         operands_rdy,
  output [W-1:0] result_bits_data,
  output         result_val,
  input          result_rdy
);
wire B_mux_sel, A_en, B_en, B_zero, A_lt_B;
wire [1:0] A_mux_sel;
gcd_datapath#(W) GCDdpath0(
	.operands_bits_A(operands_bits_A),
	.operands_bits_B(operands_bits_B),
	.result_bits_data(result_bits_data),
	.clk(clk), 
	.reset(reset),
	.A_mux_sel(A_mux_sel[1:0]), 
	.A_en(A_en), 
	.B_en(B_en),
	.B_mux_sel(B_mux_sel),
	.B_zero(B_zero),
	.A_lt_B(A_lt_B)
);
gcd_control GCDctrl0(
	.operands_rdy(operands_rdy),
	.operands_val(operands_val), 
	.result_rdy(result_rdy),
	.result_val(result_val), 
	.clk(clk), 
	.reset(reset), 
	.B_zero(B_zero), 
	.A_lt_B(A_lt_B),
	.A_mux_sel(A_mux_sel[1:0]), 
	.A_en(A_en), 
	.B_en(B_en),
	.B_mux_sel(B_mux_sel)
);
endmodule
module gcd_control
( 
	input clk, reset, operands_val, result_rdy,
	input B_zero, A_lt_B,
	output reg result_val, operands_rdy,
	output reg [1:0] A_mux_sel,
	output reg B_mux_sel, A_en, B_en
);
parameter CALC = 2'b00;
parameter IDLE = 2'b10;
parameter DONE = 2'b11;
wire [1:0] state;
reg [1:0] nextstate;
always @* begin
	nextstate = state; 
	A_en = 0;
	B_en = 0;
	result_val = 0;
	operands_rdy = 0;
	B_mux_sel = 0;
	A_mux_sel = 0;
	case (state)
		IDLE : begin
			operands_rdy = 1;
			if(operands_val == 1'b1) begin
				nextstate = CALC;
				A_en = 1;
				B_en = 1;
			end else begin
				nextstate = IDLE;
			end
		end
		CALC : begin
			if(A_lt_B == 1'b1) begin
				B_mux_sel = 1;
				A_mux_sel = 1;
				A_en = 1;
				B_en = 1;
				nextstate = CALC;
			end else if (B_zero == 1'b0) begin
				A_mux_sel = 2;
				A_en = 1;
				nextstate = CALC;
			end else begin
				nextstate = DONE;
			end
		end
		DONE : begin
      result_val = 1;
			if (result_rdy == 1'b1) begin
				nextstate = IDLE;
			end else begin
				nextstate = DONE;
			end
		end
	endcase
end
REGISTER_R #(.N(2), .INIT(IDLE)) state_machine (.q(state), .d(nextstate), .rst(reset), .clk(clk));
endmodule
module gcd_datapath #( parameter W = 16 )
( 
	input [W-1:0] operands_bits_A,
	input [W-1:0] operands_bits_B,
	output [W-1:0] result_bits_data,
	input clk, reset,
	input B_mux_sel, A_en, B_en,
	input [1:0] A_mux_sel,
	output B_zero,
	output A_lt_B
);
wire [W-1:0] A_reg;
wire [W-1:0] B_reg;
wire [W-1:0] A_next;
wire [W-1:0] B_next;
wire [W-1:0] sub_out;
assign A_next
	= A_mux_sel == 0 ? operands_bits_A
	: A_mux_sel == 1 ? B_reg
	: A_mux_sel == 2 ? sub_out
	: {W{1'bx}};
assign B_next
	= B_mux_sel == 0 ? operands_bits_B
	: B_mux_sel == 1 ? A_reg
	: {W{1'bx}};
assign sub_out = A_reg - B_reg;
assign B_zero = (B_reg == 0) ? 1'b1 : 1'b0;
assign A_lt_B = (A_reg < B_reg) ? 1'b1 : 1'b0;
assign result_bits_data = A_reg;
REGISTER_R_CE #(.N(W)) A_register (.q(A_reg), .d(A_next), .rst(reset), .ce(A_en), .clk(clk));
REGISTER_R_CE #(.N(W)) B_register (.q(B_reg), .d(B_next), .rst(reset), .ce(B_en), .clk(clk));
endmodule
==> impl_metrics.toml <==
# flow metrics
[outcome]
status = "completed"

[die]
die-height_um = 97.4
coreArea_um2 = 8760
pin_count = 54
fp-utilization = 0.312
fp.dieW_um = 97.4
die_area_um2 = 9490
num_rows = 34

[clocking]
clock_latency_ps = 290
numCtsBuffers = 5
cts_setup_buffers = 0
hold_buffers = 0
cts_tree = "built"
clockBufferDepth = 2
h-tree-depth = 2
post_cts_resized = 0
path_clk_slew_ps = 80
clock-sinks = 35
ctsRootBufferMaster = "clkbuf_8"

[power]
power_w = 0.00172
leakage_nw = 1.33
p_per_area_nw_per_um2 = 500
ir_drop_mv = 0.199

[route]
drtIter0Drc = 143
route.detailed.drc = 0
antennaDiodeCount = 0
wire_per_inst_um = 15.2
ant_nets = 0
wl_um = 7400
vias = 2632
viasPerCell = 5.40
first_pass_iters = 4

[final_timing]
min_period_ps = 3510
finalHoldViolCount = 0
tightest_slew_ps = 794
period_used_share = 0.488
setup_tns_ps = 0
layout_setup_ws_ps = 3690
max_slew_margin = 0.469
grt_setup_unrepaired = "false"
finalSetupViolations = 0
finClkSkew_ps = 4.61
clock.fmax_ghz = 0.285
maxSlewViolCount = 0

[setup_path]
rr_startpoint = "GCDdpath0.A_register.q[0]$_SDFFE_PP0P_"
r2r_setup_slack_ps = 3890
cp.arrival_ps = 3680
reg2regPathDepth = 11
worstReg2RegEnd = "GCDdpath0.A_register.q[1]$_SDFFE_PP0P_"
required_ps = 7360
path_class = "in2reg"
endpoint_kind = "register"
critPathMaxFanout = 24
start_kind = "input pin"

[final_layout]
drive_gt1_frac = 0.113
mi_logic_area_um2 = 1840
n_fill_cell = 921
seq_area_um2 = 701
syn_to_final_growth_pct = 25.8
utilization = 0.392

[synth]
synth.cellmix.compoundShare = 0.311
synthTopCellsByArea = "dfxtp_1 26%, a311oi_2 8.2%, ha_1 7.3%"
topCombFamilyByArea = "AND-OR/OR-AND gates"
adder_share = 0.0806
synth.top_cell.area_share = 0.256
top_area_cell = "dfxtp_1"
dominantRegCellSynth = "dfxtp_1"
xor_share = 0.0417
edf_count = 0
ys_cells = 334
yosys_register_bits = 35
ys_sh_simple = 0.203
ys_warn_count = 3
postSynthSeqShare = 0.256
synth_area_um2 = 2730
syn_inst = 334
yosys_area_um2 = 2730
top_cells_by_count = "35 x dfxtp_1, 34 x nand2_1, 29 x nor2_1, 25 x nand3_1, 21 x inv_1"
syn_avg_cell_area_um2 = 8.18
async_reset_ff_frac = 0
mux_share = 0.0371
yosysUniqueCellTypes = 60
post-synth-top-count-cell = "dfxtp_1"

[global_route]
grt_max_degree = 39
grt_pass1_vias = 2540
met1_usage = 0.248
busiest_layer = "met1"
antenna_found_initial = 0
grt.total_usage = 0.161
grt_pass1_wl_um = 12500
grt_overflow = 0
gr-usage-met2 = 0.248
grtUsageMet3 = 0.0227

[placed_design]
place.port_buffers = 53
place_ws_ps = 3380
hpwl_um = 5350
gp_congestion = 0.925

[hold_path]
min_path_type = "reg2reg"
hold_depth = 2
hold_path.startpoint = "GCDdpath0.B_register.q[2]$_SDFFE_PP0P_"
hold_end = "GCDdpath0.B_register.q[2]$_SDFFE_PP0P_"

[flow_run]
drv_cap = 0
log.warning_count = 25
==> critical path: stages <==
cell and delay (ps):
clkdlybuf4s50_1 450, buf_4 280, nand2_1 540, buf_4 420, mux2_2 290, a22oi_1 140, o22ai_1 90
==> where the power goes <==
group / switching (W) / internal (W) / total (W)
clock: 0.0000788 / 0.0000872 / 0.000166
combinational: 0.000654 / 0.000550 / 0.00120
sequential: 0.0000816 / 0.000266 / 0.000348
total: 0.000814 / 0.000904 / 0.00172
==> state kept, by name, indices dropped and copies added, names as in the netlist <==
| signal | count |
|---|---|
| GCDdpath0.A_register.q | 16 |
| GCDdpath0.B_register.q | 16 |
| GCDctrl0.state_machine.q | 3 |
==> per-stage QoR <==
step	std cells	area, µm²	hold WS (ps)
after global placement	479	3330	491
after CTS	487	3440	515
after detailed placement	479	3330	499
final	487	3440	515
after global routing	487	3440	526
after floorplan	334	2730	457
==> cell families (layout without fill, tap and decap cells) <==
logic type,after synthesis,after routing
simple gates,118,118
compound gates,98,98
buf+inv,43,88
flops,35,35
fa+ha+maj,17,17
xor+xnor,13,13
mux,10,10
==> how the worst max path moves through the flow <==
stage / startpoint / endpoint / cells after the start
after CTS: operands_val / GCDdpath0.A_register.q[15]$_SDFFE_PP0P_ / 7
after global routing: operands_val / GCDdpath0.A_register.q[15]$_SDFFE_PP0P_ / 7
final: operands_val / GCDdpath0.A_register.q[15]$_SDFFE_PP0P_ / 7
==> per-layer routing <==
layer,part of all wire,routed length [µm]
met1,0.50,3740
met2,0.43,3220
met3,0.043,319
met4,0.017,128
met5,0,0
==> layout by cell type (no fill, tap or decap), types with 9 or more instances in the layout <==
cell,synthesis,layout
clkdlybuf4s50_1,0,53
dfxtp_1,35,35
nand2_1,34,34
nor2_1,29,29
nand3_1,25,25
inv_1,21,21
a21oi_1,19,19
ha_1,16,16
a311oi_2,15,15
xnor2_1,11,11
mux2i_1,9,9
==> area by class of cell <==
cell class,instances,area share
tap,108,0.0393
clock buffer,7,0.0280
multi-input combinational,256,0.536
inverter,21,0.0229
clock inverter,1,0.00218
timing repair buffer,59,0.167
sequential,35,0.204
Power and IR drop assume default switching activity.
