File: /design/flow/design.v
module REGISTER(q, d, clk);
   parameter N = 1;
   output reg [N-1:0] q;
   input [N-1:0]      d;
   input 	     clk;
   always @(posedge clk)
    q <= d;
endmodule  
module REGISTER_CE(q, d, ce, clk);
   parameter N = 1;
   output reg [N-1:0] q;
   input [N-1:0]      d;
   input 	      ce, clk;
   always @(posedge clk)
     if (ce) q <= d;
endmodule  
module REGISTER_R(q, d, rst, clk);
   parameter N = 1;
   parameter INIT = {N{1'b0}};
   output reg [N-1:0] q;
   input [N-1:0]      d;
   input 	      rst, clk;
   always @(posedge clk)
     if (rst) q <= INIT;
     else q <= d;
endmodule  
module REGISTER_R_CE(q, d, rst, ce, clk);
   parameter N = 1;
   parameter INIT = {N{1'b0}};
   output reg [N-1:0] q;
   input [N-1:0]      d;
   input 	      rst, ce, clk;
   always @(posedge clk)
     if (rst) q <= INIT;
     else if (ce) q <= d;
endmodule  
module RAM(q, d, addr, we, clk);
   parameter DWIDTH = 8;                
   parameter AWIDTH = 8;                
   parameter DEPTH = 256;               
   input [DWIDTH-1:0] d;                
   input [AWIDTH-1:0] addr;             
   input 	      we, clk;
   reg [DWIDTH-1:0]   mem [DEPTH-1:0];
   output [DWIDTH-1:0] q;
   always @(posedge clk)
      if (we) mem[addr] <= d;
   assign d = mem[addr];
endmodule  
module gcd_control
( 
	input clk, reset, operands_val, result_rdy,
	input B_zero, A_lt_B,
	output reg result_val, operands_rdy,
	output reg [1:0] A_mux_sel,
	output reg B_mux_sel, A_en, B_en
);
parameter CALC = 2'b00;
parameter IDLE = 2'b10;
parameter DONE = 2'b11;
wire [1:0] state;
reg [1:0] nextstate;
always @* begin
	nextstate = state; 
	A_en = 0;
	B_en = 0;
	result_val = 0;
	operands_rdy = 0;
	B_mux_sel = 0;
	A_mux_sel = 0;
	case (state)
		IDLE : begin
			operands_rdy = 1;
			if(operands_val == 1'b1) begin
				nextstate = CALC;
				A_en = 1;
				B_en = 1;
			end else begin
				nextstate = IDLE;
			end
		end
		CALC : begin
			if(A_lt_B == 1'b1) begin
				B_mux_sel = 1;
				A_mux_sel = 1;
				A_en = 1;
				B_en = 1;
				nextstate = CALC;
			end else if (B_zero == 1'b0) begin
				A_mux_sel = 2;
				A_en = 1;
				nextstate = CALC;
			end else begin
				nextstate = DONE;
			end
		end
		DONE : begin
      result_val = 1;
			if (result_rdy == 1'b1) begin
				nextstate = IDLE;
			end else begin
				nextstate = DONE;
			end
		end
	endcase
end
REGISTER_R #(.N(2), .INIT(IDLE)) state_machine (.q(state), .d(nextstate), .rst(reset), .clk(clk));
endmodule
module gcd_datapath #( parameter W = 16 )
( 
	input [W-1:0] operands_bits_A,
	input [W-1:0] operands_bits_B,
	output [W-1:0] result_bits_data,
	input clk, reset,
	input B_mux_sel, A_en, B_en,
	input [1:0] A_mux_sel,
	output B_zero,
	output A_lt_B
);
wire [W-1:0] A_reg;
wire [W-1:0] B_reg;
wire [W-1:0] A_next;
wire [W-1:0] B_next;
wire [W-1:0] sub_out;
assign A_next
	= A_mux_sel == 0 ? operands_bits_A
	: A_mux_sel == 1 ? B_reg
	: A_mux_sel == 2 ? sub_out
	: {W{1'bx}};
assign B_next
	= B_mux_sel == 0 ? operands_bits_B
	: B_mux_sel == 1 ? A_reg
	: {W{1'bx}};
assign sub_out = A_reg - B_reg;
assign B_zero = (B_reg == 0) ? 1'b1 : 1'b0;
assign A_lt_B = (A_reg < B_reg) ? 1'b1 : 1'b0;
assign result_bits_data = A_reg;
REGISTER_R_CE #(.N(W)) A_register (.q(A_reg), .d(A_next), .rst(reset), .ce(A_en), .clk(clk));
REGISTER_R_CE #(.N(W)) B_register (.q(B_reg), .d(B_next), .rst(reset), .ce(B_en), .clk(clk));
endmodule
module gcd_unit #( parameter W = 32 ) (
  input clk,
  input reset,
  input operands_val,
  input [W-1:0] operands_bits_A,
  input [W-1:0] operands_bits_B,
  output operands_rdy,
  output result_val,
  output [W-1:0] result_bits_data,
  input result_rdy
);
wire B_zero, A_lt_B, B_mux_sel, A_en, B_en;
wire [1:0] A_mux_sel;
gcd_datapath #(W) dpath (
  .clk(clk),
  .reset(reset),
  .B_mux_sel(B_mux_sel),
  .A_en(A_en),
  .B_en(B_en),
  .A_mux_sel(A_mux_sel),
  .B_zero(B_zero),
  .A_lt_B(A_lt_B),
  .operands_bits_A(operands_bits_A),
  .operands_bits_B(operands_bits_B),
  .result_bits_data(result_bits_data)
);
gcd_control ctrl (
  .clk(clk),
  .reset(reset),
  .operands_val(operands_val),
  .result_rdy(result_rdy),
  .B_zero(B_zero),
  .A_lt_B(A_lt_B),
  .result_val(result_val),
  .operands_rdy(operands_rdy),
  .A_mux_sel(A_mux_sel),
  .B_mux_sel(B_mux_sel),
  .A_en(A_en),
  .B_en(B_en)
);
endmodule
File: /design/flow/run.sh
#!/bin/bash
# OpenROAD 26Q1-2900-gdf79404cd8, Yosys 0.63+post, stock flow scripts
make -C /OpenROAD-flow-scripts/flow DESIGN_CONFIG=/design/flow/config.mk WORK_HOME=/design/flow/orfs finish
File: /design/flow/config.mk
export PLATFORM = sky130hd
export DESIGN_NAME = gcd_unit
export DESIGN_NICKNAME = gcd_unit
export VERILOG_FILES = /design/flow/design.v
export SDC_FILE = /design/flow/constraint.sdc
export NUM_CORES = 4
export LEC_CHECK = 1
export CORE_UTILIZATION = 40
File: /design/flow/constraint.sdc
current_design gcd_unit

set clk_period 12.0
set clk_io_pct 0.2

create_clock -name clk0 -period $clk_period [get_ports {clk}]

set non_clock_inputs [all_inputs -no_clocks]
set_input_delay [expr $clk_period * $clk_io_pct] -clock clk0 $non_clock_inputs
set_output_delay [expr $clk_period * $clk_io_pct] -clock clk0 [all_outputs]
==> notes.md <==
yosys + openroad results -> outcome finished clean, Worst Path Max Fanout 28, Slew HR 0.441, number of enable flip-flop cells 0, Dominant flop cell dfxtp_1, synthesized area 5190 um^2, worst-path cell chain inv_1, ha_1, fa_1, nand2b_1, a21oi_1, o2111ai_1, a211oi_1, a21oi_1, nand2_2, and2_1, buf_4, a211oi_1, a311oi_1, post-layout util 0.518, CP top delay family simple AND/OR/NAND/NOR gates, post-detail-place hpwl 11100 um, Final Skew 0.00767 ns, # DRC 0, Synth flops 67, number of global-route vias before repair 5109, Crit path largest cell delay 0.75 ns, layout cells sized above 1 0.0512, CTS clk-pin slew, worst paths 0.06 ns, Avg WL per Cell 16.3 um, post-CTS setup buffer count 0, row count 41, antenna fix cells 0, unrepaired setup endpoints after global routing no, first-pass GRT wire length 25800 um, largest net degree at the start of global routing 68, worst setup path category flip-flop to flip-flop, Late-Pin Clk Latency 0.34 ns, Layout area overhead 26.1%, worst r2r src dpath.A_register.q[0]$_SDFFE_PP0P_, Setup-failing EPs final 0, yosys warns 3, type of destination of the critical path flip-flop, clk buf depth 2, WP data arrival 4.53 ns, Hold Path Class flip-flop to flip-flop, max-slew violations 0, fin crit period 4.29 ns, Final Wtd Congestion 0.922, Worst Setup SP dpath.A_register.q[0]$_SDFFE_PP0P_, Final Hold Viols 0, post-cts hold-fix buffer tally 0, PD cells 354 nW/um^2, number of cells in Yosys stat 713, Core ar. 12600 um^2, synth unique cells 58, HP Start ctrl.state_machine.q[2]$_DFF_P_, VDD IR max 0.151 mV, Seq share, synth 0.258, initial antenna violation count 0, Crit-path slowest cell and2_1, FMAX 233 MHz, Die Width 116 um, Async SR Flop Fraction 0, H-tree levels 3, Syn Inst Count 713, Die Span Y 116 um, Sink Count 67, Post-DRT Antenna Nets 0, drt total wl 15600 um, global-route usage over all layers 0.245, worst slew pin tran 0.838 ns, post-synthesis area per instance 7.28 um^2, count leader, synth nand2_1, Post-synth top cells nand2_1 (95), dfxtp_1 (67), nand3_1 (67), DRT Pass-1 Iters 5, initial DRC count 414, crit share post-route 0.357, fp_density 0.411, area leader, netlist dfxtp_1, Vias 5444, vias per cell 5.71, Die ar. 13400 um^2, final std cell area, no fill 6540 um^2, setup TNS 0 ns, I/O Pins 102, CTS tree yes, maxcap violations 0, post-synth area from yosys stat 5190 um^2, grt ovf 0, Tool Warnings 25, top cells by area dfxtp_1 (26%), a311oi_1 (9.5%), ha_1 (7.7%), nand2_1 (6.9%), nand3_1 (6.5%), clk root buf clkbuf_16, post-synth top area share 0.258, worst path bufs/invs 2, placed cell areas 6260 um^2, crit start category flip-flop, Num CTS Buffers 9, crit path DRT 12.24 ns, CTS-repair resized insts 0, Leak 2.48 nW, port bufs 101
[flip-flops by register name (all words and copies together) (netlist names)]
signal / cells
ctrl.state_machine.q: 3
dpath.A_register.q: 32
dpath.B_register.q: 32
[final cells by class]
cell class / instances / area [um^2]
fill: 1256 / 6080
multi-input combinational: 546 / 3470
sequential: 67 / 1340
timing repair buffer: 110 / 1070
clock buffer: 11 / 233
tap: 172 / 215
inverter: 43 / 161
clock inverter: 5 / 53.8
[metrics by stage]
step	hold slack, ns	worst slack (ns)	power, mW	instances
CTS	0.491	7.72	2.32	954
finish	0.490	7.71	2.32	954
global placement	0.477	7.50	2.04	938
floorplan	0.445	8.41	1.62	713
global route	0.524	7.36	2.54	954
detailed placement	0.482	7.41	2.04	938
[per-layer routing]
metal | wire length [um] | up-vias | track usage
met5 | 0 | - | 0
met4 | 168 | 0 | 0.0231
met3 | 706 | 11 | 0.0362
met2 | 7020 | 149 | 0.387
met1 | 7690 | 2527 | 0.374
li1 | - | 2757 | -
[path summary, 6_finish.rpt]
path	end	slack, ns	cells after the start
max	dpath.A_register.q[3]$_SDFFE_PP0P_	7.71	13
min	ctrl.state_machine.q[2]$_DFF_P_	0.49	2
min reg2reg	ctrl.state_machine.q[2]$_DFF_P_	0.49	2
max reg2reg	dpath.A_register.q[3]$_SDFFE_PP0P_	7.71	13
[layout by cell type (no fill, tap or decap), types with 3 or more instances in the layout]
master and n:
nor3_1 8, nor2b_1 4, o21a_1 3, dfxtp_1 66, o21ai_0 23, a211oi_1 26
nand2_2 3, a221oi_1 10, xnor2_1 18, ha_1 32, clkdlybuf4s50_1 99, xor2_1 9
buf_4 9, nor4_1 9, and2_1 7, o211ai_1 6, nand3_1 67, clkinv_2 3
nand4_1 5, nor2_1 64, nand2_1 93, and3_1 11, a31oi_1 5, inv_1 43
a21oi_1 38, clkbuf_16 9, nand2b_1 7, a21o_1 5, a311oi_1 56
[worst register-to-register path: stages, from the launching register on]
cell and delay (ns):
dfxtp_1 0.38, inv_1 0.06, ha_1 0.22, fa_1 0.40, nand2b_1 0.18, a21oi_1 0.28, o2111ai_1 0.20, a211oi_1 0.36
a21oi_1 0.15, nand2_2 0.40, and2_1 0.75, buf_4 0.45, a211oi_1 0.10, a311oi_1 0.25
[kinds of logic after synthesis]
logic type / Yosys count / synth area share
fa+ha+maj: 33 / 0.0810
simple gates: 286 / 0.253
compound gates: 197 / 0.282
xor+xnor: 27 / 0.0456
mux: 3 / 0.00603
buf+inv: 100 / 0.0742
flops: 67 / 0.258
[report_power, final]
group | internal (mW) | switching, mW
clock | 0.160 | 0.104
sequential | 0.320 | 0.112
combinational | 0.696 | 0.925
total | 1.18 | 1.14
No activity file was given, so power comes from the tool's default toggle rates.
